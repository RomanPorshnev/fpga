## design/flow/run.sh

```bash
#!/bin/bash
# OpenROAD 26Q1-2900-gdf79404cd8, Yosys 0.63+post, stock flow scripts
make -C /OpenROAD-flow-scripts/flow DESIGN_CONFIG=/design/flow/config.mk WORK_HOME=/design/flow/orfs finish
```

## design/flow/design.v

```verilog
module spi_slave #(parameter package_size = 8)
(
    input clk_div,
    input MOSI,
    input SS,
    output reg MISO,
    output reg [package_size+1:0] data_output,
    output reg data_output_uart = 0
);
    integer i = 0;
    reg [26:0] count = 0;
    reg [package_size+1:0] data = 0;
    reg [package_size+1:0] data_to_send = 8'b10101010;
    always @(negedge clk_div) begin
        if (!SS) begin
            count = count + 1;
            data = data >> 1;
            data[package_size+1] = MOSI;
            if (count == 10) begin
                data_output = data;
                count = 0;
                data_output_uart = 1;
            end
            else begin
                data_output_uart = 0;
            end
        end
    end
    always @(posedge clk_div) begin
        if (!SS) begin
            MISO = data_to_send[0];
            data_to_send[package_size-2:0] = data_to_send[package_size-1:1];
        end
        else begin
            data_to_send = 8'b10101010;
        end
    end
endmodule
```

## design/flow/constraint.sdc

```tcl
current_design spi_slave

set clk_period 8.6
set clk_io_pct 0.2

create_clock -name clk0 -period $clk_period [get_ports {clk_div}]

set non_clock_inputs [all_inputs -no_clocks]
set_input_delay [expr $clk_period * $clk_io_pct] -clock clk0 $non_clock_inputs
set_output_delay [expr $clk_period * $clk_io_pct] -clock clk0 [all_outputs]
```

## design/flow/config.mk

```make
export PLATFORM = sky130hd
export DESIGN_NAME = spi_slave
export DESIGN_NICKNAME = spi_slave
export VERILOG_FILES = /design/flow/design.v
export SDC_FILE = /design/flow/constraint.sdc
export NUM_CORES = 4
export LEC_CHECK = 1
export CORE_UTILIZATION = 40
```

==> summary.txt <==
Implementation results. The flow ran to the end, and the final reports show no timing, DRC or antenna violations. The slowest stage of the critical path belongs to the cell sky130_fd_sc_hd__clkdlybuf4s50_1. Highest net fanout along the worst path landed at 1. According to the floorplan report, the die height is 82.10 µm.

In the synthesis report, Yosys lists the chip area as 2566 µm². 15 I/O pins were placed. Final antenna-violating net count landed at 0. Met1 track demand over resource in global routing landed at 25.85%.

Per the detailed-route log, wirelength across all metal layers totals 4143 µm. In this run the post-CTS setup repair buffer count came out at 0. By area the synthesized netlist is led by sky130_fd_sc_hd__edfxtp_1 (56%), sky130_fd_sc_hd__xnor2_1 (6.1%), sky130_fd_sc_hd__dfxtp_1 (5.5%). First-pass GRT wire length landed at 7438 µm. The average instance in the mapped netlist occupies 13.58 µm². Level count of the clock H-tree landed at 2. After synthesis, the largest area contributor takes up 56.17% of total cell area. Worst voltage drop across the vdd grid landed at 0.1005 mV. STA classifies the critical path endpoint as an output pin. Total number of vias landed at 1632. The iteration count recorded for the first detailed-route pass is 4.

The core region is 6061 µm². Headroom to the max-slew limit landed at 67.04%. Global routing usage on met3 landed at 5.463%. Count of instances resized after the clock tree is built landed at 0.

Via count of the first global-routing pass landed at 1677. The routed design shows a wire length per standard cell of 12.59 µm. Per the run report, area growth between synthesis and finish was 19.06%. Count of final max-slew check failures landed at 0.

Netlist area before placement landed at 2566 µm². Number of distinct library cells after synthesis landed at 45. Looking at area per cell type in the netlist, the leader is sky130_fd_sc_hd__edfxtp_1. Counting flops with an async set or reset pin after synthesis yields a share of 0%.

The synthesized netlist handed to floorplanning was reported with a cell count of 189. The report lists the number of standard-cell rows as 28. In this run, synthesis inferred 48 flip-flops with an integrated enable. Pin slew with the least headroom to its limit landed at 0.4945 ns. Number of antenna violations at the first check in global routing landed at 0. In the final report, the number of endpoints failing setup comes to 0. Before placement the cells fill 42.34% of the core. The number of cells reported by Yosys stat comes to 189. The stage logs contain a warning count of 73. Required time of the critical path landed at 6.88 ns. Synthesis warning total landed at 1. Post-synth the commonest register cell is sky130_fd_sc_hd__edfxtp_1. Total of hold buffers inserted after clock tree synthesis landed at 0.

For this block, the initial DRC count from the detailed router was 143. Routability congestion estimate landed at 0.8164. The analysis attributes to cell leakage a power of 1.257 nW.

Insertion delay to the later sink of the worst-skew pair landed at 0.39 ns. Entering global routing, the biggest net connects 40 pins. Per the hold report, the tightest min-delay path originates at data_to_send[2]. Setup repair after global routing left no endpoint under its margin. Among all cell types in the netlist, the one instantiated most often is sky130_fd_sc_hd__edfxtp_1. Note that the worst hold path type here is flip-flop to flip-flop. Final antenna diode count landed at 0. Counting every sink on the clock net gives 55.

In this run the most used layer during global routing was met1. Fraction of final layout cells with drive strength greater than 1 landed at 10.24%. From left edge to right edge, the die measures 82.10 µm. Flip-flop and latch count after synthesis landed at 55. The critical path is of the flip-flop to output pin type. Walking the worst path, the cells encountered are clkdlybuf4s50_1.

The synthesis run shows the most used standard cells to be sky130_fd_sc_hd__edfxtp_1 (48), sky130_fd_sc_hd__xnor2_1 (18), sky130_fd_sc_hd__nand2_1 (12), sky130_fd_sc_hd__and3_1 (11), sky130_fd_sc_hd__nand3_1 (10). HPWL after detailed placement landed at 2618 µm. The number of buffers and inverters on the critical path is 1. TritonCTS built the clock tree. Per the final timing report, the hold violations number 0.

Among cell families on the critical path, the largest total delay comes from buffers and inverters. Clock transition at the registers of the reported paths landed at 0.11 ns. Total global routing overflow landed at 0. Clock tree buffer depth landed at 2.

Count of buffers from port buffering landed at 14. The longest incremental delay of any stage on the critical path is reported as 0.46 ns. Sequential cell area fraction in the yosys report landed at 61.63%.

Placed instance area landed at 2778 µm². The critical path in the final layout is reported with a setup slack of 1.432 ns. Overall power of the completed layout landed at 0.0005937 W.

Per the summary, power density relative to cell area is 194.3 nW/µm². Global routing used 15.33% of the available tracks across all layers. In the final run the clock tree shows a worst skew of 0.03475 ns. The startpoint identified for the worst register-to-register timing path is count[0]. Clock tree synthesis selected as its root buffer the cell sky130_fd_sc_hd__clkbuf_8. met2 track demand over resource after global routing is 18.84%.

The finished cells cover 3055 µm². The arrival time of data at the worst endpoint is listed as 5.45 ns. Detailed-route DRC error count landed at 0.

In the final timing run, aggregate negative setup slack is 0 ns. Post-placement worst setup slack landed at 1.044 ns. Routed via count divided by cell count landed at 4.960.

The chip occupies 6740 µm². STA classifies the critical path startpoint as a flip-flop. In this run, CTS created clock tree buffers numbering 5. The most critical setup path has its startpoint at data_output[7]. Per the run summary, max-cap violations total 0.
routing by layer:
layer / vias up / routed length (µm) / share of wire, %
li1: 847 / - / -
met1: 755 / 2211 / 53
met2: 26 / 1742 / 42
met3: 4 / 147 / 3.5
met4: 0 / 41 / 0.99
met5: - / 0 / 0
stage by stage:
step           cells  util [%]  hold WS [ns]
2_1_floorplan    189         -        0.3855
3_3_place_gp     275     45.83        0.3909
3_5_place_dp     275     45.83        0.3935
4_1_cts          329     50.41        0.4212
5_1_grt          329     50.41        0.4243
6_report         329     50.41        0.4206
worst paths after layout:
check	depth (start not counted)	end	slack (ns)
max	1	data_output[7]	1.43
min	1	data_to_send[1]	0.42
max reg2reg	7	data_output[0]	5.58
min reg2reg	1	data_to_send[1]	0.42
power by group:
group	internal [W]	switching (W)	total (W)
clock	0.0000913	0.000149	0.000240
combinational	0.0000139	0.0000153	0.0000293
sequential	0.000308	0.0000157	0.000324
total	0.000414	0.000180	0.000594
cell usage in the layout (no fill, tap or decap), types with 5 or more instances in the layout:
master,count
sky130_fd_sc_hd__a31oi_1,5
sky130_fd_sc_hd__edfxtp_1,48
sky130_fd_sc_hd__nand3_1,10
sky130_fd_sc_hd__nand2_1,12
sky130_fd_sc_hd__clkbuf_8,5
sky130_fd_sc_hd__xnor2_1,18
sky130_fd_sc_hd__and3_1,11
sky130_fd_sc_hd__inv_1,52
sky130_fd_sc_hd__dfxtp_1,7
sky130_fd_sc_hd__nor2_1,6
sky130_fd_sc_hd__o21ai_0,5
sky130_fd_sc_hd__clkdlybuf4s50_1,14
sky130_fd_sc_hd__xor2_1,7
cells by family (layout without fill, tap and decap cells):
family | count (synthesis) | in the layout | synth area share (%)
xor+xnor | 25 | 25 | 8.532
simple gates | 76 | 76 | 20.33
buf+inv | 11 | 76 | 2.340
fa+ha+maj | 2 | 2 | 0.9750
compound gates | 18 | 18 | 5.412
flops | 55 | 55 | 61.63
mux | 2 | 2 | 0.7801
cell type report:
type	instances	area, µm²
Clock inverter	50	212.7
Tap cell	75	93.84
Timing Repair Buffer	16	155.1
Sequential cell	55	1582
Inverter	5	18.77
Multi-Input combinational cell	123	924.6
Fill cell	530	3005
Clock buffer	5	68.82
sequential cells by signal, indices dropped and copies added, names as in the netlist:
signal	flops
count	27
data	9
data_output_uart	1
data_output	10
data_to_send	7
MISO	1
Power is estimated from default activity; no workload was simulated.
