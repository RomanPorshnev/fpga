File: flow/run.sh
#!/bin/bash
# OpenROAD 26Q1-2900-gdf79404cd8, Yosys 0.63+post, stock flow scripts
make -C /OpenROAD-flow-scripts/flow DESIGN_CONFIG=/design/flow/config.mk WORK_HOME=/design/flow/orfs finish
File: flow/config.mk
export PLATFORM = sky130hd
export DESIGN_NAME = uart_rx
export DESIGN_NICKNAME = uart_rx
export VERILOG_FILES = /design/flow/design.v
export SDC_FILE = /design/flow/constraint.sdc
export NUM_CORES = 4
export LEC_CHECK = 1
export CORE_UTILIZATION = 50
File: flow/constraint.sdc
current_design uart_rx

set clk_period 9.4
set clk_io_pct 0.2

create_clock -name clk0 -period $clk_period [get_ports {clk}]

set non_clock_inputs [all_inputs -no_clocks]
set_input_delay [expr $clk_period * $clk_io_pct] -clock clk0 $non_clock_inputs
set_output_delay [expr $clk_period * $clk_io_pct] -clock clk0 [all_outputs]
File: flow/design.v
module uart_rx#(parameter transfer_speed = 4800, parameter package_size = 8, 
                parameter frequency = 27_000_000)
(
    input clk,
    input recieved_signal,
    output reg data_ready,
    output reg [package_size-1:0] data
);
    integer i = package_size - 1;
    parameter count_of_strobe = frequency / transfer_speed;
    parameter PAUSE = 0; parameter START = 1; 
    parameter READ = 2; parameter STOP = 3;
    reg prev_recieved_signal;
    reg [2:0] state = 0;
    reg [25:0] count = 0;
    reg [package_size-1:0] count_ones = 0;
    always @(posedge clk) begin
        case(state)
            PAUSE: begin
                data_ready = 0;
                if (recieved_signal == 0)
                    count = count + 1;
                else
                    count = 0;
                if (count == count_of_strobe / 2)
                    state = state + 1;
            end
            START: begin
                if (recieved_signal == 0) begin
                    count = count + 1;
                end
                else begin
                    state = PAUSE;
                    count = 0;
                end
                if (count == count_of_strobe) begin
                    count = 0;
                    state = state + 1;
                end
            end
            READ: begin
                count = count + 1;
                if (count == 1) begin
                    prev_recieved_signal = recieved_signal;
                end
                if (prev_recieved_signal != recieved_signal) begin
                    state = PAUSE;
                    count = 0;
                end
                else begin
                    data[i] = recieved_signal;
                    if (count == count_of_strobe) begin
                        count = 0;
                        i = i - 1;
                    end
                    if (i == -1) begin
                        state = state + 1;
                        i = package_size - 1;
                    end
                    prev_recieved_signal = recieved_signal;
                end
            end
            STOP: begin
                if (recieved_signal == 1) begin
                    count = count + 1;
                end
                else begin
                    state = PAUSE;
                    count = 0;
                end
                if (count == count_of_strobe) begin
                    count = 0;
                    state = PAUSE;
                    data_ready = 1;
                end
            end
        endcase
    end
endmodule
==> flow_summary.toml <==
# synthesis and place-and-route metrics
[run_status]
status = "finished, final reports clean"

[cells_and_area]
lay_top_cells = "nor2_1 (108), edfxtp_1 (71), nand2_1 (61)"
layout-drive-gt1-share_pct = 7.60
area_delta_synth_final_pct = 6.95
stdcell_count = 905
layout_top_cell = "nor2_1"

[sta]
relSlewSlack_pct = 47.6
rsz0062_at_grt = "false"
setup_tns_ps = 0
fmax_ghz = 0.211
fin_crit_sh_pct = 50.5
setup_viol = 0
fin_crit_ps = 4750
skew_ps = 10.1
hold_viol_final = 0
drv_slew = 0
tightest_slew_ps = 780

[clock_tree]
cts-htree-levels = 3
cts_buffers = 9
cts_tree = "yes"
holdBufCountCts = 0
clock_sinks = 71
clk_latency_ps = 350
post_cts_buffers = 0
cts_buffer_depth = 2
cts_root_buffer = "clkbuf_16"
postCtsResizedCells = 0
cts.clk_slew.worst_paths_ps = 60

[route]
vias_per_cell = 6.37
routed-via-count = 5763
wl_um = 17300
drtPass1Iterations = 7
wl_per_cell_um = 19.1
antenna_left = 0
drt_iter0_drc = 686
drc = 0
insertedDiodeCount = 0

[synth]
syn_inst = 755
ys.warnings.count = 1
yosys-stat-area_um2 = 6320
async_flop_share_pct = 0
syn-cell-area_um2 = 6320
yosysCellCount = 755
numSynthFlops = 71
synth_cell_types = 75
ys.flop_type = "edfxtp_1"
yosys.stat.seqShare_pct = 33.7
edf_count = 71
avgSynthCellArea_um2 = 8.37

[power]
power_leakage_uw = 0.00204
ir_drop_v = 0.000249
cellPowerDensity_nw_per_um2 = 227

[worst_setup_path]
worstSetupStartpointType = "flop"
path_max_fanout = 18
crit_type = "flop to flop"
cp.required_ps = 9490
cp-end-kind = "flop"
worstPathArrival_ps = 4830

[global_routing]
met3_usage_pct = 7.71
antenna_found_initial = 0
grt_overflow = 0
grtUsageMet2_pct = 40.3
gr-usage-all-layers_pct = 29.2
grt_pass1_wl_um = 28500
met1_usage_pct = 48.9
grt_max_degree = 45
grt-busiest-layer = "met1"
grt_pass1_vias = 5338

[floorplanning]
core_um2 = 12200
die_w_um = 114
rows = 40
fp_util_pct = 52.0
io_pins = 11
die_h_um = 114
chip_area_um2 = 13100

[flow_run]
warnings = 30
cap_violations = 0

[min_path]
min_path_type = "flop to flop"

[place]
dpl.hpwl_um = 12300
io_buffers = 10
dp_cells = 890
gp_congestion = 0.979
==> routing by layer <==
metal,share of wire [%],wire [um]
met1,47,8190
met2,42,7230
met3,9.3,1600
met4,1.4,242
met5,0,0
==> per-stage QoR <==
| step | util [%] | hold slack, ps | total power (uW) | cell area, um2 | worst slack [ps] |
|---|---|---|---|---|---|
| 2_1_floorplan | - | 502 | 1070 | 6320 | 4210 |
| 3_3_place_gp | 53.5 | 557 | 1210 | 6510 | 4590 |
| 3_5_place_dp | 53.5 | 559 | 1220 | 6510 | 4540 |
| 4_1_cts | 55.6 | 581 | 1540 | 6760 | 4720 |
| 5_1_grt | 55.6 | 595 | 1650 | 6760 | 4390 |
| 6_report | 55.6 | 574 | 1530 | 6760 | 4650 |
==> power breakdown <==
part           switching [uW]  internal [uW]
clock network             132            175
logic                     340            209
registers                 168            510
==> registers in the layout, indices dropped and copies added, names as in the netlist <==
register,count
data_ready,1
count,26
state,3
data,8
i,32
prev_recieved_signal,1
==> synthesized netlist by cell type, drive strengths merged, types with 4 or more instances <==
| library cell | n | area [um2] |
|---|---|---|
| nor2 | 109 | 412 |
| edfxtp | 71 | 2130 |
| nand2 | 61 | 229 |
| xnor2 | 48 | 420 |
| nor3 | 46 | 235 |
| nand3 | 42 | 210 |
| clkbuf | 36 | 135 |
| nor4 | 32 | 313 |
| o21ai | 31 | 155 |
| nand4 | 25 | 193 |
| a21oi | 23 | 115 |
| xor2 | 21 | 184 |
| inv | 19 | 71.3 |
| buf | 18 | 97.6 |
| or3 | 15 | 93.8 |
| or4 | 13 | 97.6 |
| and3 | 12 | 75.1 |
| ha | 10 | 125 |
| mux2i | 9 | 90.1 |
| o211ai | 9 | 72.6 |
| o31ai | 8 | 65.1 |
| mux2 | 7 | 78.8 |
| and4 | 6 | 52.6 |
| o22ai | 6 | 37.5 |
| a31oi | 5 | 31.3 |
| and2 | 5 | 31.3 |
| nand2b | 5 | 31.3 |
| or2 | 5 | 31.3 |
| a21boi | 4 | 30.0 |
| nand3b | 4 | 30.0 |
==> cell type report <==
class,instances,area (um2)
repair buffers,21,183
multi-input cells,611,3910
inverters,19,71.3
clock inverters,5,26.3
well taps,168,210
clock buffers,10,229
fillers,1100,5400
flip-flops and latches,71,2130
==> cell families after synthesis <==
kind of cell	Yosys count	synth area share [%]
compound gates	119	12.7
flops	71	33.7
xor+xnor	69	9.56
buf+inv	73	4.81
simple gates	397	34.6
mux	16	2.67
fa+ha+maj	10	1.98
==> final timing paths <==
check,from,end,cells past startpoint,slack [ps]
worst min register to register,data[2]$_DFFE_PP_,data[2]$_DFFE_PP_,2,570
worst max-delay path,i[22]$_SDFFCE_PP0P_,i[27]$_SDFFCE_PP0P_,11,4650
worst min-delay path,data[2]$_DFFE_PP_,data[2]$_DFFE_PP_,2,570
worst max register to register,i[22]$_SDFFCE_PP0P_,i[27]$_SDFFCE_PP0P_,11,4650
==> critical path, stage by stage (launching register included) <==
cell	delay (ps)
edfxtp_1	530
nor4_1	740
and4_1	520
nand2_1	220
o32a_1	390
a31o_1	240
nor4_1	350
mux2_2	230
nand4_1	150
nor4_4	680
buf_4	360
nor2_1	70
Power and IR drop assume default switching activity.
