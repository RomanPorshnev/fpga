## design/flow/config.mk

```make
export PLATFORM = sky130hd
export DESIGN_NAME = uart_tx
export DESIGN_NICKNAME = uart_tx
export VERILOG_FILES = /design/flow/design.v
export SDC_FILE = /design/flow/constraint.sdc
export NUM_CORES = 4
export LEC_CHECK = 1
export CORE_UTILIZATION = 30
```

## design/flow/run.sh

```bash
#!/bin/bash
# OpenROAD 26Q1-2900-gdf79404cd8, Yosys 0.63+post, stock flow scripts
make -C /OpenROAD-flow-scripts/flow DESIGN_CONFIG=/design/flow/config.mk WORK_HOME=/design/flow/orfs finish
```

## design/flow/design.v

```verilog
module uart_tx#(parameter transfer_speed = 4800, parameter package_size = 8, 
                parameter frequency = 27_000_000)
(
    input clk,
    input [package_size+1:0] data,
    input data_update_uart,
    output reg transmitted_signal = 1
);
    parameter count_of_strobe = frequency / transfer_speed;
    reg [26:0] count = 0;
    integer i = 0;
    reg [package_size + 1:0] recieved_data = 0;
    reg sending_data = 0;
    always @(posedge clk) begin
        if (data_update_uart || sending_data) begin
            if (i == package_size + 2) begin
                count = 0;
                i = 0;
                sending_data = 0;
            end
            else begin
                count = count + 1;
                if (count == 1) begin
                    sending_data = 1;
                    recieved_data = data;
                end
                transmitted_signal = recieved_data[i];
                if (count == count_of_strobe) begin
                    count = 0;
                    i = i + 1;
                end
            end
        end
        else begin
            transmitted_signal = 1;
        end
    end    
endmodule
```

## design/flow/constraint.sdc

```tcl
current_design uart_tx

set clk_period 7.9
set clk_io_pct 0.2

create_clock -name clk0 -period $clk_period [get_ports {clk}]

set non_clock_inputs [all_inputs -no_clocks]
set_input_delay [expr $clk_period * $clk_io_pct] -clock clk0 $non_clock_inputs
set_output_delay [expr $clk_period * $clk_io_pct] -clock clk0 [all_outputs]
```

==> out/metrics.yaml <==
postSynthSeqShare: 0.4780
drc: 0
clock.latency.late_pin_ps: 330
async_reset_ff_frac: 0
post_drt_wl_per_cell_microns: 13.68
maxCapViolCount: 0
ys_cells: 427
top_logic_kind: "simple AND/OR/NAND/NOR gates"
rsz0062_at_grt: "no"
core_sq_mm: 0.01448
die_area_sq_mm: 0.01529
finalMaxSlewViolations: 0
core_util_floorplan: 0.3066
hold_buffers: 0
hold_violations: 0
ys_types: 58
yosysWarnings: 1
edf_count: 70
die_w_microns: 123.6
synth_flops: 71
cts_buffer_depth: 2
grt_first_pass_wirelength_microns: 14430
xor_share: 0.1125
cts_sinks: 71
warnings: 27
ctsResizeCount: 0
powerDensity_mw_per_mm2: 207.9
crit_chain: "ha_1, nand4_1, nor4_2, nand3_1, o31a_1, nor3b_1, and3_1, mux2_4, mux2_2, a221o_1, a21o_1"
start_kind: "register"
leakagePower_nw: 1.612
aoi_share: 0.06116
first_pass_iters: 6
fin_crit_sh: 0.5306
cts_root_buf: "clkbuf_16"
final_cell_mix: "edfxtp_1 (70), nor2_1 (53), xnor2_1 (40), nand2_1 (32), nand3_1 (31)"
synthCells: 427
drt_iter0_drc: 258
simple_gate_share: 0.2537
drive_gt1_frac: 0.07816
layout_min_cycle_time_ps: 4192
antenna_left: 0
cts_tree: "yes"
rows: 44
clk_pin_slew_worst_paths_ps: 60
htreeDepth: 3
grt_pass1_vias: 2920
numPortBuffers: 12
setup_viol: 0
dp_slack_ps: 3738
area_delta_synth_final_pct: 13.13
min_path_type: "reg2reg"
postCtsSetupBuffers: 0
setup_tns_ps: 0
criticalPathCategory: "reg2reg"
drt-total-wl_microns: 8468
worstMarginPinSlew_ps: 882.9
outcome: "finished, final reports clean"
postSynthAreaPerCell_sq_um: 10.40
antenna_found_initial: 0
layout_top_cell: "edfxtp_1"
fmax_mhz: 238.5
cpPeakStageDelay_ps: 690
gp_congestion: 0.9560
dieHeight_microns: 123.6
vias: 3165
synth.area.mux_share: 0.04622
worst_slack_ps: 3708
gr-total-overflow: 0
antenna-diode-count: 0
vias_per_cell: 5.113
synth_area_sq_mm: 0.004439
crit_fanout: 18
required_ps: 8130
grt_start_max_net_pins: 33
grtUsageTotal: 0.1235
largest_area_cell: "edfxtp_1"
flop_cell: "edfxtp_1"
crit_path_top_delay_cell: "and3_1"
timing.hold.ws_ps: 562.2
finClkSkew_ps: 8.193
yosys_area_sq_mm: 0.004439
end_kind: "register"
io_pins: 13
max-slew-margin-rel: 0.4100
area_leaders: "edfxtp_1 (47%), xnor2_1 (7.9%), nor2_1 (4.6%), nand3_1 (3.5%), xor2_1 (3.4%)"
ir_drop_uv: 147.0
numCtsBuffers: 9
arrival_ps: 4420
synth-adder-area-share: 0.01127
yosysTopAreaCellShare: 0.4735
dp_hpwl_microns: 5752
==> sequential cells by signal (all words and copies together) (netlist names) <==
| signal | count |
|---|---|
| i | 32 |
| transmitted_signal | 1 |
| recieved_data | 10 |
| count | 27 |
| sending_data | 1 |
==> worst max-delay path: cells and delay by family (launching register included) <==
kind	cells	cell delay (ps)
AND/OR/NAND/NOR	5	1940
flip-flops	1	430
adder cells (fa/ha/maj)	1	350
AND-OR/OR-AND	3	760
multiplexers	2	620
==> metal layers <==
metal | track usage | vias up | wire, microns
met5 | 0 | - | 0
met4 | 0.02560 | 0 | 156
met3 | 0.03224 | 13 | 402
met2 | 0.1667 | 66 | 3605
met1 | 0.2048 | 1493 | 4303
li1 | - | 1593 | -
==> stage by stage <==
stage,cell area (sq um),instances,power [mW],utilization
after CTS,5022,619,1.053,0.3469
final,5022,619,1.044,0.3469
after global routing,5022,619,1.090,0.3469
after floorplan,4439,427,0.5807,-
after global placement,4687,604,0.5937,0.3237
after detailed placement,4687,604,0.5944,0.3237
==> logic make-up (layout without fill, tap and decap cells) <==
| family | count (synthesis) | count (layout) |
|---|---|---|
| compound gates | 38 | 38 |
| xor+xnor | 57 | 57 |
| fa+ha+maj | 4 | 4 |
| buf+inv | 32 | 40 |
| flops | 71 | 71 |
| mux | 18 | 18 |
| simple gates | 207 | 207 |
==> report_power, final <==
part,total (mW),switching (mW),internal [mW]
combinational,0.105,0.0541,0.0508
sequential,0.483,0.0433,0.440
clock,0.456,0.150,0.306
==> cells in the mapped netlist (2+ instances only) <==
cell,instances
mux2i_1,4
mux2_4,2
a31oi_1,3
and4_1,8
nor4_1,13
inv_1,9
buf_4,8
xor2_1,17
xnor2_1,40
nor4_2,2
buf_2,6
nand2b_1,2
nand3_1,31
nand2_1,32
nor4b_1,2
and2_1,5
or3_1,2
a21oi_1,4
nor3b_1,3
edfxtp_1,70
nor3_1,12
mux2_2,2
nand4_4,2
o21ai_0,8
nor2_1,54
and3_1,11
nand4_1,19
nor3_4,2
clkbuf_1,7
a211oi_1,2
ha_1,4
nor2b_1,3
o21a_1,2
o211ai_1,2
a21boi_1,2
mux2_1,10
==> final timing paths <==
| kind | from | end | slack (ps) | depth (start not counted) |
|---|---|---|---|---|
| setup / recovery | count[0] | transmitted_signal | 3710 | 11 |
| setup reg to reg | count[0] | transmitted_signal | 3710 | 11 |
| hold / removal | recieved_data[5] | recieved_data[5] | 560 | 1 |
| hold reg to reg | recieved_data[5] | recieved_data[5] | 560 | 1 |
==> area by class of cell <==
class / instances / area [sq um]
repair buffers: 15 / 142.6
multi-input cells: 324 / 2155
flip-flops and latches: 71 / 2122
fillers: 1390 / 9457
clock inverters: 6 / 110.1
clock buffers: 9 / 225.2
inverters: 10 / 37.54
well taps: 184 / 230.2
Power and IR drop assume default switching activity.
